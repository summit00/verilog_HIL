[design/flow/config.mk]
export PLATFORM = sky130hd
export DESIGN_NAME = debouncer
export DESIGN_NICKNAME = debouncer
export VERILOG_FILES = /design/flow/design.v
export SDC_FILE = /design/flow/constraint.sdc
export NUM_CORES = 4
export LEC_CHECK = 1
export CORE_AREA = 10 10 98 98
export DIE_AREA = 0 0 108 108
[design/flow/constraint.sdc]
current_design debouncer

set clk_period 4.7
set clk_io_pct 0.2

create_clock -name clk0 -period $clk_period [get_ports {clk}]

set non_clock_inputs [all_inputs -no_clocks]
set_input_delay [expr $clk_period * $clk_io_pct] -clock clk0 $non_clock_inputs
set_output_delay [expr $clk_period * $clk_io_pct] -clock clk0 [all_outputs]
[design/flow/design.v]
module debouncer #(
    parameter int N = 20   
)(
    input  wire clk,       
    input  wire reset,     
    input  wire noisy,     
    output reg  clean      
);
    reg [N-1:0] count = 0;
    reg         sync_noisy = 0;
    always @(posedge clk) begin
        if (reset)
            sync_noisy <= 0;
        else
            sync_noisy <= noisy;
    end
    always @(posedge clk) begin
        if (reset) begin
            count <= 0;
            clean <= 0;
        end else if (sync_noisy != clean) begin
            count <= count + 1'b1;
            if (count == {N{1'b1}})
                clean <= sync_noisy;
        end else begin
            count <= 0;
        end
    end
endmodule
[design/flow/run.sh]
#!/bin/bash
# OpenROAD 26Q1-2900-gdf79404cd8, Yosys 0.63+post, stock flow scripts
make -C /OpenROAD-flow-scripts/flow DESIGN_CONFIG=/design/flow/config.mk WORK_HOME=/design/flow/orfs finish
==> git commit body <==
Add synthesis and place-and-route results

- Run status: completed
- Hold-critical path endpoint: count[0]$_SDFF_PP0_
- Arrival time of the worst setup path: 1100 ps
* Clock latency at the later pin of the worst-skew pair: 260 ps
- Unrepaired setup endpoints after global routing: false
- Startpoint of the lowest-slack hold path: count[0]$_SDFF_PP0_
- The count of nets left with antenna violations once routing finished came out at 0.
* Cell area after synthesis: 1000 sq um
* Most instantiated flip-flop cell in the synthesis netlist: dfxtp_1
- Per the timing report, the most critical flop-to-flop path originates at count[0]$_SDFF_PP0_.
- Setup Buffers After CTS: 0
* Post-detailed-placement half-perimeter wirelength: 1170 microns
* CTS tree: yes
* Switching power share of the total: 18.6%
- Horizontal die size: 108 microns
* Number of flops mapped to enable cells by yosys: 0
- Routing resource usage on met3 recorded by global route was 0.964%.
* GRT met2 Usage: 4.22%
* Portion of the clock cycle consumed by the worst path in the final layout: 43.5%
- Internal Dissipation: 264 uW
* Number of global-route vias before repair: 646
- The core region is 7650 sq um.
- Dividing the detail-routed via count by the number of cells gives 3.47.
- Per the CTS log, the maximum H-tree level is 1.
- The power report puts the net switching power at 60.2 uW.
* All-layer global routing usage: 2.77%
* Element type at the critical path end: output pin
- Final Hold Fails: 0
- Timing-limited maximum frequency: 489 MHz
* Power density over cell area: 274 nW/um^2
- Total of warnings raised by yosys: 1
* Max-Cap Viols: 0
- According to the I/O placement log, the pin count is 4.
- The number of cells reported by Yosys stat comes to 109.
- Count of buffer and inverter cells on the critical path: 1
* Maximum buffer depth of the clock tree: 2
- Antenna cell count: 0
* Seq pwr share: 57.9%
* Kind of path behind the tightest hold check: flop to flop
- Listed in order, past its start point the critical path passes clkdlybuf4s50_1.
- Max_slew headroom: 74.9%
- Leading cell type by number of instances after synthesis: dfxtp_1
* Total iterations of the first detailed-routing run: 4
- The transition time recorded at the tightest slew-check pin is 373 ps.
- At the end of routability-driven placement, the weighted congestion stood at 0.749.
- After detailed placement, the total cell area comes to 1130 sq um.
* Die Area: 11,700 sq um
* Port bufs: 3
- Per the detail_route report, the via count comes to 743.
- Initial DRC Count: 14
- The detailed router reported a total wirelength of 1620 microns.
- Sum of negative setup slack: 0 ps
- Post-layout min period: 2040 ps
- The timing report attributes the biggest portion of critical-path delay to buffers and inverters.
* Post-Synthesis Cells: 109
* Crit path max fanout: 3
- Per report_power, the combinational group accounts for 1.6% of the total.
- Worst Path Class, Setup: flop to output pin
- Synthesized area divided by synthesized cell count: 9.17 sq um
- STA classifies the critical path startpoint as a flop.
- Ranked by instance count, the synthesized netlist is headed by dfxtp_1, nor2_1, a21oi_1, xor2_1.
- Hold path depth: 1
* Number of hold buffers added after cts: 0
- Summed over its instances, the top area cell type makes up 44.1% of the synthesized netlist area.
- The global routing stage identified its most utilized layer as met2.
- After synthesis, the chip area reported by Yosys is 1000 sq um.
- Fp util: 13.1%
- Worst-case register-to-register setup slack: 3050 ps
* Asr flop ratio synth: 0%
- Per the synthesis report, the dominant area consumer among library cells is dfxtp_1.
- Across all stage logs, warnings added up to 25.
- The layout summary lists the proportion of cells stronger than drive strength 1 as 11.6%.
* Seq cells post-synth: 22
- The analysis reports a worst IR drop on VDD of 0.168 mV.
* Area growth from synthesis to layout: 18.5%
- Routed length per placed instance: 7.55 microns
- Yosys mapped the design onto 30 distinct sky130hd cell types.
- Required time at the worst-slack endpoint: 3760 ps
- The slowest stage of the critical path is the clkdlybuf4s50_1 cell.
- The number of antenna violations at the first check in global routing was 0.
* Total gr overflow: 0
- The flow reports that the clock network draws 40.4% of the design power.
- Biggest area cells: dfxtp_1, xor2_1, nor2_1
- Global-route wire length before repair: 2780 microns
- Slowest Stage Delay on Critical Path: 480 ps
- Sequential cell area fraction in the yosys report: 44.1%
- The worst register-to-register path depth is 5.
- Post-route standard cell area excluding fillers: 1180 sq um
* FF-to-FF End: count[18]$_SDFF_PP0_
- Final number of max-transition violations: 0
- From bottom edge to top edge, the die measures 108 microns.
* Pin count of the biggest net entering global routing: 21
- Met1 GRT Util: 3.72%
- In the CTS report, the clock slew at the register clock pins of the worst setup and hold paths is listed as 80 ps.
- The end-of-flow timing check tallies setup violations at 0.
- Number of core rows: 32
- The CTS report gives the tree buffer count as 3.
* CTS-repair resized insts: 0
* Sink Count: 22
- Fill cell count: 837
- Post-route DRC: 0
* Root buf cell: clkbuf_8
- For reference, the critical path is launched at clean$_SDFFE_PP0P_.
- The clock arrives with 5.20 ps of skew.
- In this run the static leakage power is 0.000349 uW.
-- per-layer routing --
| layer | wire length [microns] | up-vias | share of wire (%) |
|---|---|---|---|
| li1 | - | 391 | - |
| met1 | 808 | 344 | 50 |
| met2 | 704 | 6 | 44 |
| met3 | 63 | 2 | 3.9 |
| met4 | 40 | 0 | 2.5 |
| met5 | 0 | - | 0 |
-- how the worst max path moves through the flow --
| stage | endpoint | slack, ps | cells after the start |
|---|---|---|---|
| after CTS | clean | 2630 | 1 |
| after global routing | clean | 2600 | 1 |
| final | clean | 2660 | 1 |
-- final cells by class --
class,instances,area [sq um],area share (%)
sequential,22,440,37.2
clock buffer,4,55.1,4.65
timing repair buffer,3,30.0,2.53
tap,102,128,10.8
inverter,4,15.0,1.27
multi-input combinational,79,517,43.6
-- cell families after synthesis --
kind of cell	after synthesis	synth area share [%]
XOR/XNOR	13	11.4
AND-OR/OR-AND	14	7.76
AND/OR/NAND/NOR	51	31.3
adder cells (fa/ha/maj)	1	1.25
flip-flops	22	44.1
buffers and inverters	8	4.25
-- state kept, by name, indices dropped and copies added, names as in the netlist --
register    cells
count          20
sync_noisy      1
clean           1
-- layout by cell type (no fill, tap or decap), types with 3 or more instances in the layout --
cell,n
or4_1,3
a21oi_1,7
nand2_1,6
nand3_1,4
clkbuf_8,4
xnor2_1,6
inv_1,4
dfxtp_1,22
xor2_1,7
o31ai_1,3
nand4_1,5
clkdlybuf4s50_1,3
o21ai_0,4
nor2_1,14
-- power groups by stage --
| stage | clock (uW) | sequential (uW) | combinational, uW |
|---|---|---|---|
| CTS | 137 | 188 | 5.45 |
| global route | 143 | 188 | 5.95 |
| finish | 131 | 188 | 5.33 |
-- through the flow --
step / total power, uW / instances / utilization, % / setup WS, ps / hold WS (ps)
after global placement: 197 / 210 / 14.8 / 2630 / 451
after detailed placement: 198 / 210 / 14.8 / 2600 / 459
final: 324 / 214 / 15.5 / 2660 / 471
after global routing: 337 / 214 / 15.5 / 2600 / 487
after CTS: 330 / 214 / 15.5 / 2630 / 476
after floorplan: 196 / 109 / - / 3110 / 426
Power and IR drop assume default switching activity.

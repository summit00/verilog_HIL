<file path="./run.sh">
#!/bin/bash
# OpenROAD 26Q1-2900-gdf79404cd8, Yosys 0.63+post, stock flow scripts
make -C /OpenROAD-flow-scripts/flow DESIGN_CONFIG=/design/flow/config.mk WORK_HOME=/design/flow/orfs finish
</file>
<file path="./config.mk">
export PLATFORM = sky130hd
export DESIGN_NAME = blinky
export DESIGN_NICKNAME = blinky
export VERILOG_FILES = /design/flow/design.v
export SDC_FILE = /design/flow/constraint.sdc
export NUM_CORES = 4
export LEC_CHECK = 1
export CORE_AREA = 10 10 112 112
export DIE_AREA = 0 0 122 122
</file>
<file path="./constraint.sdc">
current_design blinky

set clk_period 2.6
set clk_io_pct 0.2

create_clock -name clk0 -period $clk_period [get_ports {clk}]

set non_clock_inputs [all_inputs -no_clocks]
set_input_delay [expr $clk_period * $clk_io_pct] -clock clk0 $non_clock_inputs
set_output_delay [expr $clk_period * $clk_io_pct] -clock clk0 [all_outputs]
</file>
<file path="./design.v">
module blinky (
    input wire clk,
    output reg led
); 
    parameter CLK_FREQ_HZ = 50000000;     
    parameter BLINK_HZ = 1;               
    localparam integer COUNT_MAX = CLK_FREQ_HZ / (2 * BLINK_HZ);
    reg [25:0] counter = 0;
    always @(posedge clk) begin
        if (counter >= COUNT_MAX - 1) begin
            counter <= 0;
            led <= ~led;
        end else begin
            counter <= counter + 1;
        end
    end
endmodule
</file>
==> job_summary.md <==
### Flow metrics

| Metric | Value |
|---|---|
| Max Cap Viol | `0` |
| Flops after synth | `27` |
| Post-synth EDFFs | `1` |
| CTS tree | `yes` |
| Log Warnings | `25` |
| Layout cell share with drive strength beyond 1 | `10.8%` |
| Resize count post-CTS | `0` |
| Port bufs | `1` |
| H-tree depth | `1` |
| Pre-Place Util | `13.0%` |
| Cell Type Count | `37` |
| CORE AREA | `10200 sq um` |
| Num rows | `37` |
| Setup TNS | `0 ns` |
| Seq share, synth | `41.5%` |
| GRT overflow | `0` |
| Drc violations | `0` |
| Top cells excl fill/tap | `26 x dfxtp_1, 17 x a21oi_1, 10 x nand3_1, 9 x nand4_1, 8 x a22oi_1` |
| Internal power | `602 uW` |
| Final Max Slew Viols | `0` |
| Top cell excl fill/tap | `dfxtp_1` |
| CP Data Required Time | `2.75 ns` |
| Placed instance count | `280` |
| Die width | `122 microns` |
| Final worst path period need | `1.99 ns` |
| Hold Crit Start | `counter[14]$_SDFF_PP0_` |
| CTS root buffer | `clkbuf_8` |
| N_diodes | `0` |
| Final hold vios | `0` |
| Tcrit/Tclk final | `76.4%` |
| Mean cell area of the mapped netlist | `9.15 sq um` |
| Critical-path maximum fanout | `19` |
| Worst hold path cell count | `2` |
| Antenna Violating Nets Remaining | `0` |
| Comb power frac | `10.4%` |
| Max_slew headroom | `61.6%` |
| Layout Skew | `0.00767 ns` |
| GRT Total Usage | `3.54%` |
| Hold/Removal Path Class | `register to register` |
| Mapped Area | `1330 sq um` |
| CTS max path bufs | `2` |
| RSZ-0062 raised after global routing | `false` |
| Max Clock Freq | `503 MHz` |
| Final RePlAce weighted congestion | `0.817` |
| Async S/R FF share, synth | `0%` |
| Post-DP HPWL | `1.85 mm` |
| R2R Path End | `counter[22]$_SDFF_PP0_` |
| Initial drt markers | `29` |
| Synth Flop Type | `dfxtp_1` |
| Post-CTS Setup Bufs | `0` |
| # setup viols final | `0` |
| Pin count of the biggest net entering global routing | `20` |
| Lkg Pwr | `0.000496 uW` |
| Vias in the first global route | `1028` |
| Clk sinks | `27` |
| Crit start category | `register` |
| Clock transition at path regs | `0.09 ns` |
| Internal reg-to-reg setup slack | `0.61 ns` |
| Routed WL per cell | `9.21 microns` |
| Clock share of power | `29.2%` |
| Synth warn | `1` |
| CP arrival | `2.14 ns` |
| Via density per instance | `3.88` |
| First-pass GRT wire length | `4.57 mm` |
| Worst-Margin Slew | `0.571 ns` |
| # Cells Yosys | `145` |
| Cells on worst reg2reg path | `5` |
| Clk latency of the worst-skew pair | `0.27 ns` |
| Sw power | `216 uW` |
| Vias | `1101` |
| PwrDens | `526 nW/um^2` |
| Worst path max stage delay | `0.51 ns` |
| Synth Instances | `145` |
| Area growth syn-to-layout | `17.3%` |
| Flop pwr share | `60.4%` |
| Switch share | `26.4%` |
| Die Size | `14900 sq um` |
| Top Ports | `2` |
| R2r startpoint | `counter[2]$_SDFF_PP0_` |
| VDD IR max | `0.000207 V` |
| DR pass1 iterations | `4` |
| Initial antenna violation count | `0` |
| Outcome | `complete, no violations` |
| Yosys Chip Area | `1330 sq um` |
| Setup Crit Path Kind | `register to register` |
| Crit path capture type | `register` |
| Hold Path End | `counter[14]$_SDFF_PP0_` |
| Layout Cells excl Fill | `284` |
| Post-Route WL | `2.62 mm` |
| Hold Buf Count CTS | `0` |
| Slowest-stage cell, CP | `o311ai_2` |
| Num CTS Buffers | `3` |
| CP cell instances | `and4_2 > a21oi_1 > o311ai_2 > buf_4 > a22oi_1` |
| Die extent in y | `122 microns` |
area by class of cell:
class / count / area (sq um)
inverter: 6 / 22.5
tap: 136 / 170
timing repair buffer: 4 / 32.5
fill: 1139 / 8680
clock buffer: 4 / 45.0
sequential: 27 / 551
multi-input combinational: 107 / 734
synthesized netlist by cell type, types with 2 or more instances:
cell type,count,area (sq um)
nand2_1,6,22.5
nand4_1,9,56.3
a21oi_1,17,85.1
and2_1,3,18.8
dfxtp_1,26,521
or4_4,2,22.5
or4_1,4,30.0
a22oi_1,8,60.1
clkbuf_1,2,7.51
and4_1,4,35.0
buf_2,3,15.0
nor4_1,2,12.5
o21ai_0,4,20.0
o31ai_1,5,37.5
or3_1,3,18.8
nand3_1,10,50.1
inv_1,6,22.5
xnor2_1,6,52.6
xor2_1,7,61.3
registers in the layout (all words and copies together), names as in the netlist:
register and count:
led 1, counter 26
worst max-delay path: cells and delay by family (launching register included):
kind,cells,cell delay [ns]
AND-OR/OR-AND,3,0.74
flip-flops,1,0.43
AND/OR/NAND/NOR,1,0.36
buffers and inverters,1,0.34
stage by stage:
| stage | power [uW] | utilization (%) | setup WS, ns | cell area, sq um | hold slack, ns |
|---|---|---|---|---|---|
| floorplan | 561 | - | 0.795 | 1330 | 0.465 |
| global placement | 583 | 14.8 | 0.664 | 1510 | 0.480 |
| detailed placement | 588 | 14.8 | 0.597 | 1510 | 0.490 |
| CTS | 825 | 15.2 | 0.601 | 1560 | 0.505 |
| global route | 859 | 15.2 | 0.440 | 1560 | 0.531 |
| finish | 817 | 15.2 | 0.612 | 1560 | 0.500 |
how the worst max path moves through the flow:
stage	endpoint	from	slack, ns	cells past startpoint
after global routing	counter[1]$_SDFF_PP0_	counter[2]$_SDFF_PP0_	0.44	5
final	counter[22]$_SDFF_PP0_	counter[2]$_SDFF_PP0_	0.61	5
after CTS	counter[14]$_SDFF_PP0_	counter[2]$_SDFF_PP0_	0.60	5
power by group through the flow:
stage     clock, uW  combinational, uW  sequential (uW)
4_1_cts         246               86.3              493
5_1_grt         257                100              502
6_report        238               84.9              494
metal layers:
layer | global-route usage (%) | share of wire (%) | up-vias
met2 | 5.65 | 42 | 19
met4 | 0.0745 | 0 | 0
met3 | 1.13 | 5.1 | 0
met1 | 4.87 | 53 | 515
li1 | - | - | 567
met5 | 0 | 0 | -
kinds of logic (layout without fill, tap and decap cells):
logic type                 count (synthesis)  after routing  synth area share (%)
and+or+nand+nor                           52             52                  25.4
DFF                                       27             27                  41.5
adders and majority gates                  1              1                 0.943
xor gates and xnor gates                  13             13                  8.58
other                                      1              1                 0.283
AOI/OAI and AO/OA                         40             40                  19.9
buffers and inverters                     11             14                  3.40
No activity file was given, so power comes from the tool's default toggle rates.

$ cat flow/run.sh
#!/bin/bash
# OpenROAD 26Q1-2900-gdf79404cd8, Yosys 0.63+post, stock flow scripts
make -C /OpenROAD-flow-scripts/flow DESIGN_CONFIG=/design/flow/config.mk WORK_HOME=/design/flow/orfs finish
$ cat flow/config.mk
export PLATFORM = sky130hd
export DESIGN_NAME = pwm
export DESIGN_NICKNAME = pwm
export VERILOG_FILES = /design/flow/design.v
export SDC_FILE = /design/flow/constraint.sdc
export NUM_CORES = 4
export LEC_CHECK = 1
export CORE_AREA = 10 10 72 72
export DIE_AREA = 0 0 82 82
$ cat flow/constraint.sdc
current_design pwm

set clk_period 2.4
set clk_io_pct 0.2

create_clock -name clk0 -period $clk_period [get_ports {clk}]

set non_clock_inputs [all_inputs -no_clocks]
set_input_delay [expr $clk_period * $clk_io_pct] -clock clk0 $non_clock_inputs
set_output_delay [expr $clk_period * $clk_io_pct] -clock clk0 [all_outputs]
$ cat flow/design.v
module counter_sync #(
    parameter WIDTH        = 8   
)(
    input  wire              clk,      
    input  wire              reset,    
    input  wire              enable,   
    output reg  [WIDTH-1:0]  count     
);
    always @(posedge clk) begin
        if (reset) begin
            count <= {WIDTH{1'b0}};
        end else if (enable) begin
            count <= count + 1'b1;
        end
    end
endmodule
module pwm #(
    parameter int WIDTH = 8   
)(
    input  wire              clk,       
    input  wire              reset,     
    input  wire [WIDTH-1:0]  duty,      
    output wire              pwm_out    
);
    wire [WIDTH-1:0] count;
    counter_sync #(
        .WIDTH(WIDTH)
    ) counter_inst (
        .clk(clk),
        .reset(reset),
        .enable(1'b1),      
        .count(count)
    );
    assign pwm_out = (count < duty);
endmodule
==> flow_summary_export.csv <==
group,metric,value,unit
flow_run,warnings,25,
setup_path,crit_buf_inv,3,
detailed_routing,vias_per_cell,3.67,
setup_path,crit_chain,"clkdlybuf4s50_1 -> inv_1 -> ha_1 -> a21oi_1 -> o211ai_1 -> a21oi_1 -> dlygate4sd2_1",
sta,rsz0062_at_grt,"no",
layout,regMostFlops,"counter_inst.count",
detailed_routing,antenna_left,0,
setup_path,rr_startpoint,"counter_inst.count[0]$_SDFF_PP0_",
die,die_y,82,um
layout,reg_top3,"counter_inst.count: 8 flops",
status,status,"complete, no violations",
detailed_routing,wl_per_cell,8.70,um
setup_path,cp-end-kind,"output pin",
setup_path,cp_common_cell,"a21oi_1",
logic_synthesis,synth_top_area_share,32.9,%
sta,max_slew_margin,79.8,%
setup_path,r2r_slack,1090,ps
setup_path,crit_family,"buffers and inverters",
detailed_routing,routed_wl,1040,um
die,coreArea,0.00369,mm2
layout,final_common_cell,"clkdlybuf4s50_1",
setup_path,critPathLaunchType,"input port",
sta,setup_viol_count_final,0,
placed_design,dpl.cell_count,116,
hold_path,hp-class,"reg2reg",
global_routing,grt_pass1_vias,394,
clock_network,cts_tree,"done",
global_routing,grt_max_degree,9,
clock_network,cts.clk_slew.worst_paths,40,ps
layout,layout_top_cells,"clkdlybuf4s50_1, dfxtp_1, inv_1, ha_1",
sta,skew,0.415,ps
placed_design,io_buffer_count,10,
flow_run,max_cap_viol_count,0,
layout,postLayoutCoreUtil,19.1,%
sta,fin_crit,2350,ps
sta,fin_crit_sh,97.8,%
setup_path,slowest_delay,450,ps
clock_network,cts_setup_buffers,0,
clock_network,htreeDepth,1,
detailed_routing,drcViolationCount,0,
logic_synthesis,area_leaders,"dfxtp_1, ha_1, a21oi_1",
placed_design,gp_congestion,0.778,
setup_path,cp.depth,7,
logic_synthesis,syn_avg_cell_area,8.25,um2
die,die_x,82,um
detailed_routing,antenna_cells,0,
detailed_routing,drt-initial-drc-count,11,
global_routing,grtUsageTotal,3.12,%
sta,hold_violations,0,
logic_synthesis,ys_area,487,um2
clock_network,cts_buffers,3,
layout,syn2layout_area_growth,44.7,%
global_routing,antenna_found_initial,0,
layout,drive_above_1_share,12.7,%
logic_synthesis,numSynthFlops,8,
global_routing,grt_pass1_wl,1720,um
setup_path,critPathRequiredTime,1920,ps
setup_path,r2r_end,"counter_inst.count[6]$_SDFF_PP0_",
sta,maxSlewViolCount,0,
placed_design,dp_hpwl,801,um
logic_synthesis,syn_inst,59,
clock_network,holdBufCountCts,0,
setup_path,crit_slowest_cell,"clkdlybuf4s50_1",
die,rows,22,
power_and_ir_drop,peakVddDrop,0.000361,V
setup_path,crit_path_end,"pwm_out",
power_and_ir_drop,power.density,487,mW/mm2
logic_synthesis,largest_area_cell,"dfxtp_1",
clock_network,cts.sinks,8,
setup_path,reg2reg_depth,4,
setup_path,crit_fanout,2,
setup_path,crit_type,"in2out",
sta,tightest_slew,302,ps
layout,finalNonFillerCells,119,
global_routing,overflow,0,
power_and_ir_drop,leakage,0.000277,uW
setup_path,worstPathArrival,1870,ps
logic_synthesis,yosys.stat.seqShare,32.9,%
sta,max_freq,426,MHz
setup_path,startpoint,"duty[4]",
detailed_routing,dr.pass1.iters,2,
clock_network,clk_latency,230,ps
logic_synthesis,synthesis.area,487,um2
clock_network,cts_root_buf,"clkbuf_8",
logic_synthesis,yosys_warnings,1,
logic_synthesis,ys_cells,59,
die,ios,11,
logic_synthesis,synth.distinct_cells,18,
layout,largest_register_ffs,8,
die,fp_util,13.2,%
die,die-area,0.00672,mm2
clock_network,cts_buffer_depth,2,
detailed_routing,dr_total_vias,437,
-- report_power, final --
part	switching, uW	internal, uW
clock network	51.2	108
logic	15.4	24.6
registers	5.57	138
total	72.1	271
-- cells in the mapped netlist --
| master | number |
|---|---|
| xnor2_1 | 1 |
| or3_1 | 2 |
| o211ai_1 | 1 |
| ha_1 | 8 |
| nor2_1 | 5 |
| o31ai_1 | 1 |
| dfxtp_1 | 8 |
| nor2b_1 | 2 |
| nand3_1 | 5 |
| nand2_2 | 1 |
| nand2_1 | 4 |
| o21ai_0 | 3 |
| xor2_1 | 2 |
| a21oi_1 | 6 |
| clkbuf_1 | 1 |
| or4_4 | 1 |
| inv_1 | 7 |
| a21oi_2 | 1 |
-- logic make-up after synthesis --
| group | share of synthesized area, % |
|---|---|
| simple gates | 20.8 |
| fa+ha+maj | 20.6 |
| compound gates | 14.1 |
| xor+xnor | 5.40 |
| flops | 32.9 |
| buf+inv | 6.17 |
-- metal layers --
layer | vias up | GRT usage, % | share of wire (%)
met5 | - | 0 | 0
met3 | 2 | 1.87 | 7.7
met1 | 198 | 3.86 | 46
met2 | 8 | 4.62 | 46
li1 | 229 | - | -
met4 | 0 | 0.510 | 0.97
-- metrics by stage --
stage / power (uW) / worst slack [ps] / cell area (um2) / hold slack, ps / TNS (ps)
2_1_floorplan: 164 / 834 / 487 / 441 / 0
3_3_place_gp: 182 / -229 / 643 / 465 / -229
3_5_place_dp: 184 / -243 / 643 / 480 / -243
4_1_cts: 343 / 16.6 / 683 / 497 / 0
5_1_grt: 360 / 14.8 / 704 / 534 / 0
6_report: 343 / 52.7 / 704 / 500 / 0
-- repair_timing --
| action | in CTS | in global routing |
|---|---|---|
| pin swaps | 1 | 1 |
| gates resized | 1 | 3 |
| setup endpoints to repair | 1 | 1 |
| gates cloned | 0 | 0 |
-- final cells by class --
| cell class | count | area, um2 |
|---|---|---|
| fillers | 415 | 2980 |
| multi-input cells | 43 | 318 |
| flip-flops and latches | 8 | 160 |
| repair buffers | 10 | 98.8 |
| well taps | 48 | 60.1 |
| clock buffers | 3 | 41.3 |
| inverters | 7 | 26.3 |
-- how the worst min path moves through the flow --
stage                                start                          endpoint  slack (ps)  cells past startpoint
4_1_cts   counter_inst.count[0]$_SDFF_PP0_  counter_inst.count[0]$_SDFF_PP0_         500                      1
5_1_grt   counter_inst.count[0]$_SDFF_PP0_  counter_inst.count[0]$_SDFF_PP0_         530                      1
6_report  counter_inst.count[0]$_SDFF_PP0_  counter_inst.count[0]$_SDFF_PP0_         500                      1
Power and IR drop assume default switching activity.
